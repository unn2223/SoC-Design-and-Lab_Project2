File: run.sh
#!/bin/bash
# OpenROAD 26Q1-2900-gdf79404cd8, Yosys 0.63+post, stock flow scripts
make -C /OpenROAD-flow-scripts/flow DESIGN_CONFIG=/design/flow/config.mk WORK_HOME=/design/flow/orfs finish
File: config.mk
export PLATFORM = sky130hd
export DESIGN_NAME = DMAC_INITIATOR
export DESIGN_NICKNAME = DMAC_INITIATOR
export VERILOG_FILES = /design/flow/design.v
export SDC_FILE = /design/flow/constraint.sdc
export NUM_CORES = 4
export LEC_CHECK = 1
export CORE_UTILIZATION = 30
export SYNTH_HDL_FRONTEND = slang
File: constraint.sdc
current_design DMAC_INITIATOR

set clk_period 4.0
set clk_io_pct 0.2

create_clock -name clk0 -period $clk_period [get_ports {clk}]

set non_clock_inputs [all_inputs -no_clocks]
set_input_delay [expr $clk_period * $clk_io_pct] -clock clk0 $non_clock_inputs
set_output_delay [expr $clk_period * $clk_io_pct] -clock clk0 [all_outputs]
File: design.v
module DMAC_INITIATOR
(
    input   wire                clk,
    input   wire                rst_n,
    input   wire    [31:0]      src_addr_i,
    input   wire    [31:0]      dst_addr_i,
    input   wire    [15:0]      byte_len_i,
    input   wire                start_i,
    output  reg                 done_o,
    output  wire    [31:0]      araddr_o,
    output  wire    [3:0]       arlen_o,
    output  wire    [2:0]       arsize_o,
    output  wire    [1:0]       arburst_o,
    output  reg                 arvalid_o,
    input   wire                arready_i,
    input   wire                bvalid_i,
    output  wire                bready_o,
    input   wire                fifo_full_i,
    output  wire    [31:0]      meta_awaddr_o,
    output  wire    [3:0]       meta_awlen_o,
    output  reg                 meta_awvalid_o
);
    localparam  S_IDLE = 2'd0,
                S_RUN  = 2'd1,
                S_WAIT = 2'd2;
    reg [1:0]   state, state_n;
    reg [31:0]  src_addr, src_addr_n;
    reg [31:0]  dst_addr, dst_addr_n;
    reg [15:0]  cnt,      cnt_n;
    always_ff @(posedge clk or negedge rst_n) begin
        if (!rst_n) begin
            state    <= S_IDLE;
            src_addr <= 32'd0;
            dst_addr <= 32'd0;
            cnt      <= 16'd0;
        end
        else begin
            state    <= state_n;
            src_addr <= src_addr_n;
            dst_addr <= dst_addr_n;
            cnt      <= cnt_n;
        end
    end
    always_comb begin
        state_n        = state;
        src_addr_n     = src_addr;
        dst_addr_n     = dst_addr;
        cnt_n          = cnt;
        done_o         = (state == S_IDLE) || (state == S_WAIT);
        arvalid_o      = 1'b0;
        meta_awvalid_o = 1'b0;
        case (state)
            S_IDLE: begin
                if (start_i && (byte_len_i != 16'd0)) begin
                    state_n    = S_RUN;
                    src_addr_n = src_addr_i;
                    dst_addr_n = dst_addr_i;
                    cnt_n      = byte_len_i;
                end
            end
            S_RUN: begin
                if (!fifo_full_i) begin
                    arvalid_o      = 1'b1;
                    meta_awvalid_o = 1'b1;
                    if (arready_i) begin
                        src_addr_n = src_addr + 32'd64;
                        dst_addr_n = dst_addr + 32'd64;
                        if (cnt > 16'd64) begin
                            cnt_n   = cnt - 16'd64;
                        end
                        else begin
                            cnt_n   = 16'd0;
                            state_n = S_WAIT;
                        end
                    end
                end
            end
            S_WAIT: begin
                state_n = S_IDLE;
            end
            default: begin
                state_n = S_IDLE;
            end
        endcase
    end
    assign araddr_o      = src_addr;
    assign arlen_o       = (cnt >= 16'd64) ? 4'hF
                                           : (cnt[5:2] - 4'h1);
    assign arsize_o      = 3'b010;
    assign arburst_o     = 2'b01;
    assign meta_awaddr_o = dst_addr;
    assign meta_awlen_o  = arlen_o;
    assign bready_o      = 1'b1;
endmodule
==> results.sh <==
# physical design summary
export IMPL_wirelength_mm=16.4
export IMPL_dr_pass1_iters=5
export IMPL_top_area_cell="dfrtp_1"
export IMPL_grt_pass1_wl_mm=26.1
export IMPL_cts_tree="done"
export IMPL_max_cap_viol_count=0
export IMPL_crit_fanout=8
export IMPL_cts_buffers=9
export IMPL_grtUsageTotal_pct=19.2
export IMPL_setup_violations=0
export IMPL_detail_route_iter0_violations=333
export IMPL_top_area_share_pct=40.4
export IMPL_io_pins=167
export IMPL_edf_count=0
export IMPL_cellPowerDensity_mw_per_mm2=377
export IMPL_syn_to_final_growth_pct=40.0
export IMPL_critPathMaxStageDelay_ns=0.45
export IMPL_die_h_um=132
export IMPL_fillers=1569
export IMPL_async_flop_share_pct=100
export IMPL_rsz0062_at_grt="no"
export IMPL_skew_ns=0.0103
export IMPL_synthesis_area_mm2=0.00508
export IMPL_post_cts_buffers=0
export IMPL_worst_pin_slew_ns=0.975
export IMPL_drc_errors=0
export IMPL_synthFlopType="dfrtp_1"
export IMPL_numPortBuffers=159
export IMPL_syn_area_per_cell_um2=8.56
export IMPL_reg2reg_slack_ns=1.28
export IMPL_path_delay_family="simple AND/OR/NAND/NOR gates"
export IMPL_slew_headroom_pct=34.4
export IMPL_core_area_mm2=0.0166
export IMPL_grt_overflow=0
export IMPL_crit_path_start_kind="register"
export IMPL_yosysCellCount=593
export IMPL_routedWlPerCell_um=17.1
export IMPL_fmax_mhz=317
export IMPL_yosys_warnings=0
export IMPL_fp_util_pct=30.6
export IMPL_hold_path_class="primary input to asynchronous set/reset pin"
export IMPL_ys_area_mm2=0.00508
export IMPL_num_antenna_cells=0
export IMPL_most_common_cell="nand2_1"
export IMPL_vias=5232
export IMPL_tns_ns=0
export IMPL_path_buffers=1
export IMPL_ys_seq_share_pct=40.9
export IMPL_die_width_um=132
export IMPL_hold_ws_ns=0.463
export IMPL_cts_max_path_buffers=2
export IMPL_period_used_pct=79.0
export IMPL_first_global_vias=4866
export IMPL_slowest_stage="dfrtp_1"
export IMPL_finalMaxSlewViolations=0
export IMPL_ant_nets=0
export IMPL_timing_final_ws_setup_ns=0.841
export IMPL_cts_resized=0
export IMPL_htree_levels=3
export IMPL_tool_warnings=28
export IMPL_antenna_found_initial=0
export IMPL_clkTransAtPathRegs_ns=0.06
export IMPL_path_common_cell="nor3_1"
export IMPL_leakage_nw=2.88
export IMPL_placed_area_mm2=0.00681
export IMPL_topCellsByArea="dfrtp_1 (40%), nand2_1 (6.6%), a21oi_1 (4.3%)"
export IMPL_min_period_ns=3.16
export IMPL_cts_root_buf="clkbuf_16"
export IMPL_synth_top_cells_by_count="nand2_1 (89), dfrtp_1 (82), a21oi_1 (44)"
export IMPL_critPathKind="register to primary output"
export IMPL_status="finished, final reports clean"
export IMPL_ys_ff=83
export IMPL_worstPathArrival_ns=2.36
export IMPL_routabilityCongestion=0.893
export IMPL_ys_types=65
export IMPL_synthCells=593
export IMPL_dp_hpwl_mm=11.5
export IMPL_final_area_mm2=0.00711
export IMPL_cts_hold_buf=0
export IMPL_endpoint_kind="primary output"
export IMPL_worstPathCellList="nor3_1 -> nand3_1 -> nor3_1 -> nand2_1 -> clkdlybuf4s50_1"
export IMPL_die_area_mm2=0.0175
export IMPL_drive_gt1_share_pct=5.56
export IMPL_hold_viol=0
export IMPL_clock_sinks=83
export IMPL_ir_worst_vdd_mv=0.206
export IMPL_insertion_delay_ns=0.35
export IMPL_dp_slack_ns=0.619
export IMPL_seq_area_mm2=0.00208
export IMPL_rows=47
export IMPL_comb_area_mm2=0.00272
export IMPL_cp_required_ns=3.20
export IMPL_grt_max_degree=73
export IMPL_via_per_inst=5.46
==> final timing paths <==
path | from | end | cells past startpoint
setup / recovery | cnt[9] | meta_awlen_o[0] | 5
hold / removal | rst_n | cnt[2] | 1
setup reg to reg | state[0] | cnt[13] | 6
hold reg to reg | state[1] | state[0] | 1
max in group asynchronous | rst_n | state[0] | 2
min in group clk0 | state[1] | state[0] | 1
==> power by group <==
group	total, mW	leakage, nW	switching (mW)	internal (mW)
logic	0.651	1.74	0.260	0.391
clock network	0.859	0.147	0.341	0.518
registers	1.17	0.995	0.200	0.968
total	2.68	2.88	0.800	1.88
==> registers in the layout, indices dropped and copies added, names as in the netlist <==
register and count:
state 3, araddr_o 32, meta_awaddr_o 32, cnt 16
==> cells in the final DEF, fill, tap and decap left out, types with 3 or more instances in the layout <==
master | Yosys | routed
and4_1 | 12 | 12
or3_1 | 4 | 4
ha_1 | 6 | 6
o21ai_0 | 39 | 39
a32oi_1 | 3 | 3
a31oi_1 | 4 | 4
and3_1 | 15 | 15
o2bb2ai_1 | 6 | 6
a22oi_1 | 13 | 13
a41o_1 | 4 | 4
o22ai_1 | 17 | 17
inv_1 | 8 | 8
or4_1 | 8 | 8
nand2b_1 | 5 | 5
nand2_1 | 89 | 89
clkbuf_1 | 20 | 3
nand4_1 | 22 | 22
a21o_1 | 4 | 4
nor3b_1 | 4 | 4
and2_1 | 7 | 7
clkdlybuf4s50_1 | 0 | 158
a2bb2oi_1 | 9 | 9
mux2i_1 | 3 | 3
nor3_1 | 23 | 23
nor4_1 | 9 | 9
nor2_1 | 25 | 25
clkbuf_16 | 0 | 9
buf_4 | 13 | 16
conb_1 | 2 | 6
dfrtp_1 | 82 | 81
a22o_1 | 10 | 10
a21oi_1 | 44 | 44
nand3_1 | 22 | 22
o32ai_1 | 5 | 5
==> logic make-up after synthesis <==
family | after synthesis | share of synthesized area, %
flops | 83 | 40.9
other cells | 2 | 0.148
buf+inv | 58 | 5.99
mux | 3 | 0.591
fa+ha+maj | 6 | 1.48
xor+xnor | 2 | 0.345
simple gates | 260 | 26.9
compound gates | 179 | 23.7
==> per-layer routing <==
layer | global-route usage (%) | vias to the layer above | wire [um]
li1 | - | 2524 | -
met1 | 29.9 | 2473 | 7590
met2 | 28.3 | 215 | 7290
met3 | 4.24 | 20 | 1190
met4 | 3.23 | 0 | 280
met5 | 0 | - | 0
==> worst register-to-register path, cell delays in order, from the launching register on <==
cell,delay [ns]
dfstp_2,0.63
nor2b_1,0.34
nor2_1,0.25
a21oi_4,0.79
buf_4,0.30
o21ai_0,0.09
a22o_1,0.20
==> cell type report <==
cell class / instances / area share [%]
multi-input combinational: 456 / 38.3
sequential: 83 / 29.3
clock buffer: 14 / 3.71
tap: 220 / 3.87
clock inverter: 2 / 0.493
inverter: 9 / 0.475
timing repair buffer: 174 / 23.9
==> per-stage QoR <==
stage | total power, mW | utilization (%) | cells
after detailed placement | 1.82 | 41.1 | 942
after global routing | 2.83 | 42.9 | 958
after floorplan | 1.42 | - | 597
after CTS | 2.70 | 42.9 | 958
after global placement | 1.81 | 41.1 | 942
final | 2.68 | 42.9 | 958
No activity file was given, so power comes from the tool's default toggle rates.
